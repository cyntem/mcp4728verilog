--- flow/run.sh ---
#!/bin/bash
# OpenROAD 26Q1-2900-gdf79404cd8, Yosys 0.63+post, stock flow scripts
make -C /OpenROAD-flow-scripts/flow DESIGN_CONFIG=/design/flow/config.mk WORK_HOME=/design/flow/orfs finish
--- flow/config.mk ---
export PLATFORM = sky130hd
export DESIGN_NAME = mcp4728
export DESIGN_NICKNAME = mcp4728
export VERILOG_FILES = /design/flow/design.v
export SDC_FILE = /design/flow/constraint.sdc
export NUM_CORES = 4
export LEC_CHECK = 1
export CORE_UTILIZATION = 50
--- flow/constraint.sdc ---
current_design mcp4728

set clk_period 4.0
set clk_io_pct 0.2

create_clock -name clk0 -period $clk_period [get_ports {clk}]

set non_clock_inputs [all_inputs -no_clocks]
set_input_delay [expr $clk_period * $clk_io_pct] -clock clk0 $non_clock_inputs
set_output_delay [expr $clk_period * $clk_io_pct] -clock clk0 [all_outputs]
--- flow/design.v ---
`timescale 1ns / 1ps
module mcp4728 (
    input         clk,         
    input         rst,         
    output        scl,         
    inout         sda,         
    input  [11:0] dac0,        
    input  [11:0] dac1,        
    input  [11:0] dac2,        
    input  [11:0] dac3,        
    input  [ 2:0] dacNumber,   
    output [ 3:0] ldac,        
    input needTransmit,        
    output [7:0] readAddress,
    output [4:0] transmitState,
    output sda_debug,
    output [7:0] sendReceiveCounter_debug
);
  reg [31:0] readReq;
  reg [ 4:0] state;
  reg [ 7:0] sendReceiveCounter;
  assign sendReceiveCounter_debug = sendReceiveCounter;
  reg [7:0] addressReceive;
  reg transmitClockEnable;
  reg [3:0] ldacReg;
  reg sda_reg;
  assign readAddress = addressReceive;
  reg transmit;
  assign transmitState = state;
  assign sda = transmit ? sda_reg : 'bz;
  reg [1:0] clkHalf;
  reg clkAdd;
  assign scl = transmitClockEnable ? clkHalf[1] : 1;
  assign ldac = ldacReg;
  assign sda_debug = sda_reg;
  always @(posedge clk)
    if (rst) begin
      state <= 0;
      transmitClockEnable <= 0;
      ldacReg[3:0] <= 4'b1111;
      transmit <= 0;
      addressReceive <= 0;
    end else begin
      case (state)
        0: begin
          readReq <= 29'b000000000z00001100z111000001z;
          addressReceive <= 0;
          sendReceiveCounter <= 0;
          ldacReg[3:0] <= 4'b1111;
          transmitClockEnable <= 0;
          transmit <= 1;
          sda_reg <= 1;
          clkHalf <= 0;
          if (needTransmit) begin
            state <= 1;
          end
        end
        1: begin
          clkHalf <= clkHalf + 1;
          if (clkHalf == 0) begin
            sda_reg <= readReq[28-sendReceiveCounter];
            sendReceiveCounter <= sendReceiveCounter + 1;
            transmit <= 1;
            if (sendReceiveCounter == 18) begin
              ldacReg[dacNumber] <= 0;
            end
            if (sendReceiveCounter == 28) begin
              ldacReg[3:0] <= 4'b1111;
              transmit <= 0;
              state <= 2;
              sendReceiveCounter <= 0;
            end
          end
          if (clkHalf == 2) begin
            if (sendReceiveCounter == 20) begin
              sda_reg <= 0;
            end
            transmitClockEnable <= 1;
          end
        end
        2: begin
          clkHalf <= clkHalf + 1;
          if (clkHalf == 0) begin
            state <= 3;
          end
        end
        3: begin
          clkHalf <= clkHalf + 1;
          if (clkHalf == 2) begin
            addressReceive[7-sendReceiveCounter] <= sda;
            sda_reg <= sda;
            if (sendReceiveCounter != 7) begin
              sendReceiveCounter <= sendReceiveCounter + 1;
            end
          end
          if (clkHalf == 0) begin
            if (sendReceiveCounter == 7) begin
              state <= 4;
              transmit <= 1;
              sda_reg <= 0;
              sendReceiveCounter <= 0;
            end
          end
        end
        4: begin
          clkHalf <= clkHalf + 1;
          if (clkHalf == 0) begin
            if (sendReceiveCounter == 1) begin
              ldacReg[3:0] <= 4'b1111;
            end else begin
              sendReceiveCounter <= sendReceiveCounter + 1;
            end
          end
          if (clkHalf == 2) begin
            if (sendReceiveCounter == 1) begin
              transmitClockEnable <= 0;
              sda_reg <= 1;
              state <= 5;   
              transmit <= 1;
              sendReceiveCounter <= 0;
            end
          end
        end
        5: begin
          readReq[9] <= 0;
          readReq[8] <= 1;
          readReq[7] <= 1;
          readReq[6] <= 0;
          readReq[5] <= 0;
          readReq[4] <= addressReceive[7];
          readReq[3] <= addressReceive[6];
          readReq[2] <= addressReceive[5];
          readReq[1] <= 0;
          readReq[0] <= 'bz;
          if (sendReceiveCounter != 3) begin
            sendReceiveCounter <= sendReceiveCounter + 1;
          end else begin
            state <= 6;
            sendReceiveCounter <= 0;
          end
          ldacReg[dacNumber] <= 0;
          transmit <= 1;
          sda_reg <= 1;
          clkHalf <= 0;
          transmitClockEnable <= 0;
        end
        6: begin
          clkHalf <= clkHalf + 1;
          if (clkHalf == 3) begin
            transmitClockEnable = 1;
          end
          if (clkHalf == 0) begin
            transmit <= 1;   
            sda_reg  <= readReq[9-sendReceiveCounter];
            if (sendReceiveCounter == 9) begin
              readReq[17:14] <= 0;
              readReq[13:10] <= dac0[11:8];
              readReq[9] <= 1'bz;
              readReq[8:1] <= dac0[7:0];
              readReq[0] <= 1'bz;
              sendReceiveCounter <= 0;
              state <= 7;
            end else begin
              sendReceiveCounter <= sendReceiveCounter + 1;
            end
          end
        end
        7: begin
          clkHalf <= clkHalf + 1;
          if (clkHalf == 0) begin
            sda_reg  <= readReq[17-sendReceiveCounter];
            transmit <= 1;  
            if (sendReceiveCounter == 17) begin
              readReq[17:14] <= 0;
              readReq[13:10] <= dac1[11:8];
              readReq[9] <= 1'bz;
              readReq[8:1] <= dac1[7:0];
              readReq[0] <= 1'bz;
              sendReceiveCounter <= 0;
              state <= 8;
            end else begin
              sendReceiveCounter <= sendReceiveCounter + 1;
            end
          end
        end
        8: begin
          clkHalf <= clkHalf + 1;
          if (clkHalf == 0) begin
            sda_reg  <= readReq[17-sendReceiveCounter];
            transmit <= 1;  
            if (sendReceiveCounter == 17) begin
              readReq[17:14] <= 0;
              readReq[13:10] <= dac2[11:8];
              readReq[9] <= 1'bz;
              readReq[8:1] <= dac2[7:0];
              readReq[0] <= 1'bz;
              sendReceiveCounter <= 0;
              state <= 9;
            end else begin
              sendReceiveCounter <= sendReceiveCounter + 1;
            end
          end
        end
        9: begin
          clkHalf <= clkHalf + 1;
          if (clkHalf == 0) begin
            sda_reg  <= readReq[17-sendReceiveCounter];
            transmit <= 1; 
            if (sendReceiveCounter == 17) begin
              readReq[17:14] <= 0;
              readReq[13:10] <= dac3[11:8];
              readReq[9] <= 1'bz;
              readReq[8:1] <= dac3[7:0];
              readReq[0] <= 1'bz;
              sendReceiveCounter <= 0;
              state <= 10;
            end else begin
              sendReceiveCounter <= sendReceiveCounter + 1;
            end
          end
        end
        10: begin
          clkHalf <= clkHalf + 1;
          if (clkHalf == 0) begin
            sda_reg  <= readReq[17-sendReceiveCounter];
            transmit <= 1;
            if (sendReceiveCounter == 17) begin
              state <= 11;
              sendReceiveCounter <= 0;
            end else begin
              sendReceiveCounter <= sendReceiveCounter + 1;
            end
          end
        end
        11: begin
          clkHalf <= clkHalf + 1;
          if (clkHalf == 0) begin
            if (sendReceiveCounter == 3) begin
              ldacReg[3:0] <= 4'b1111;
              sda_reg <= 1;
              state <= 0;  
              transmit <= 1;
            end else begin
              sendReceiveCounter <= sendReceiveCounter + 1;
              if (sendReceiveCounter == 0) begin
                sda_reg <= 0;
              end else begin
                sda_reg <= 1;
              end
            end
          end
          if (clkHalf == 2) begin
            if (sendReceiveCounter == 1) begin
              transmitClockEnable = 0;
            end
          end
        end
      endcase
    end
endmodule
==> reports/summary.txt <==
Status = did not finish
Stage where the run ended = 4_1_cts
First error in the log = [error] [KeplerFormal.cpp:679] Workflow failed: Iso has multiple drivers: .sda0, sda$_DFFE_PP_.Q0
Count of cells resized by post-cts repair = 0
Flops & latches, synth = 42
Effective utilization at floorplan = 0.519
Hold bufs inserted after CTS = 0
Number of input and output port buffers inserted = 79
Mapped cell area = 4290 sq um
Gate count after technology mapping = 519
HPWL reported at the end of detailed placement = 9040 um
Number of unique standard cell types used by synthesis = 91
Biggest area consumer among synthesized cells = sky130_fd_sc_hd__edfxtp_1
Number of clock sinks seen by CTS = 42
Share of the synthesized area in the top cell type = 0.175
Cells in synth_stat.txt = 519
Number of rows created at floorplan = 33
CTS root buf = sky130_fd_sc_hd__clkbuf_8
Post-synth area hogs = sky130_fd_sc_hd__edfxtp_1 (18%), sky130_fd_sc_hd__ha_1 (8.2%), sky130_fd_sc_hd__dfxtp_1 (7.9%)
Vert. Die Dim = 94.6 um
Chip Width = 94.6 um
Post-synthesis sequential area ratio = 0.254
Yosys Chip Area = 4290 sq um
Count of library flops with an enable pin = 25
Async S/R FF share, synth = 0
RD Place Congestion = 0.972
Maximum buffer depth of the clock tree = 2
Post-CTS setup buffer count = 0
Dominant flop cell = sky130_fd_sc_hd__edfxtp_1
Placed standard-cell area = 5170 sq um
Yosys Warn Count = 12
Mapped Avg Cell Area = 8.26 sq um
Number of levels in the clock H-tree = 2
Number of buffers added by the clock tree synthesis step = 5
Io pins = 82
==> stage by stage <==
stage,util,hold WS [ps],std cells,total power [uW],setup WS [ps]
3_3_place_gp,0.627,445,681,2250,256
3_5_place_dp,0.627,449,681,2250,184
2_1_floorplan,-,424,519,1800,32.9
==> cells in the mapped netlist, types with 3 or more instances <==
cell type,n
sky130_fd_sc_hd__nand2_1,42
sky130_fd_sc_hd__nor2_1,38
sky130_fd_sc_hd__nand3_1,30
sky130_fd_sc_hd__clkbuf_1,29
sky130_fd_sc_hd__o21ai_0,29
sky130_fd_sc_hd__a21oi_1,28
sky130_fd_sc_hd__ha_1,28
sky130_fd_sc_hd__edfxtp_1,25
sky130_fd_sc_hd__inv_1,19
sky130_fd_sc_hd__dfxtp_1,17
sky130_fd_sc_hd__mux2i_1,13
sky130_fd_sc_hd__a22oi_1,11
sky130_fd_sc_hd__nor3_1,11
sky130_fd_sc_hd__a31oi_1,10
sky130_fd_sc_hd__o21ai_1,9
sky130_fd_sc_hd__xnor2_1,9
sky130_fd_sc_hd__nor2b_1,8
sky130_fd_sc_hd__buf_2,7
sky130_fd_sc_hd__nand4_1,7
sky130_fd_sc_hd__nor3b_1,7
sky130_fd_sc_hd__and3_1,6
sky130_fd_sc_hd__nand3b_1,6
sky130_fd_sc_hd__and2_1,5
sky130_fd_sc_hd__mux4_2,5
sky130_fd_sc_hd__nand2b_1,5
sky130_fd_sc_hd__a211oi_1,4
sky130_fd_sc_hd__a221oi_1,4
sky130_fd_sc_hd__nand4b_1,4
sky130_fd_sc_hd__o211ai_1,4
sky130_fd_sc_hd__o22ai_1,4
sky130_fd_sc_hd__or3_1,4
sky130_fd_sc_hd__xor2_1,4
sky130_fd_sc_hd__a21boi_0,3
sky130_fd_sc_hd__a222oi_1,3
sky130_fd_sc_hd__and2_0,3
sky130_fd_sc_hd__and3b_1,3
sky130_fd_sc_hd__buf_4,3
sky130_fd_sc_hd__or4_1,3
==> logic make-up after synthesis <==
kind of cell,synth area share
AND/OR/NAND/NOR,0.271
AND-OR/OR-AND,0.242
other,0.000874
XOR/XNOR,0.0265
adder cells (fa/ha/maj),0.0817
flip-flops,0.254
multiplexers,0.0618
buffers and inverters,0.0624
No activity file was given, so power comes from the tool's default toggle rates.
